==> ./run.sh <==
#!/bin/bash
# OpenROAD 26Q1-2900-gdf79404cd8, Yosys 0.63+post, stock flow scripts
make -C /OpenROAD-flow-scripts/flow DESIGN_CONFIG=/design/flow/config.mk WORK_HOME=/design/flow/orfs finish
==> ./config.mk <==
export PLATFORM = sky130hd
export DESIGN_NAME = Data_Concat
export DESIGN_NICKNAME = Data_Concat
export VERILOG_FILES = /design/flow/design.v
export SDC_FILE = /design/flow/constraint.sdc
export NUM_CORES = 4
export LEC_CHECK = 1
export CORE_UTILIZATION = 30
==> ./constraint.sdc <==
current_design Data_Concat

set clk_period 3.0
set clk_io_pct 0.2

create_clock -name clk0 -period $clk_period [get_ports {I_Clk}]

set non_clock_inputs [all_inputs -no_clocks]
set_input_delay [expr $clk_period * $clk_io_pct] -clock clk0 $non_clock_inputs
set_output_delay [expr $clk_period * $clk_io_pct] -clock clk0 [all_outputs]
==> ./design.v <==
`timescale 1ns / 1ps
module Data_Concat #(
	parameter IW_WIDTH=32,
	parameter OW_WIDTH=64
)
(	
	input 						I_Clk		,
	input                   	I_Rst_n		,
	input           			I_Data_De   ,
	input 		 [IW_WIDTH-1:0]	I_Data		,
	output  reg     			O_Data_De   ,            
	output  reg  [OW_WIDTH-1:0] O_Data		
);
			reg  [7:0] 			cnt;
localparam Num = OW_WIDTH/IW_WIDTH;
always@(posedge I_Clk)
	if(I_Rst_n == 1'b0)
		cnt <= 8'd0;
	else if(cnt==Num-1 && I_Data_De == 1'b1)
		cnt <= 8'd0;
	else if(I_Data_De==1'b1 && Num>1 )
		cnt <= cnt + 1'b1;
	else
		cnt <= cnt;
always@(posedge I_Clk)
	if(I_Rst_n == 1'b0)
		O_Data <= {OW_WIDTH{1'b0}};
	else if(I_Data_De == 1'b1 && Num>1 )
		O_Data <= {O_Data[OW_WIDTH-IW_WIDTH-1:0],I_Data};
	else if(Num==1)
		O_Data <= I_Data;
	else
		O_Data <= O_Data;
always@(posedge I_Clk)
	if(I_Rst_n == 1'b0)
		O_Data_De <= 1'b0;
	else if(cnt==Num-1&&I_Data_De&&Num>1)
		O_Data_De <= 1'b1;
	else if(Num==1)
		O_Data_De <= I_Data_De;		
	else
		O_Data_De <= 1'b0;	
endmodule
==> run notes <==
Update from the flow run.

The run finished with clean final reports. Based on the critical path, the design can be clocked at up to 557 MHz. The remaining antenna violation count is 0. The number of buffers and inverters on the critical path is 1. The chip area from the yosys synthesis statistics is 0.00264 mm2. In this run the static leakage power is 1.63 nW.

Of the available clock period, the critical path in the final layout requires 0.599. Setup repair after global routing left no endpoint under its margin. The final-report hold violation count is 0. Relative to the synthesized area, the layout overhead comes to 48.6%. Per the log, the first TritonRoute iteration ended with a DRC count of 88.

The detailed-router iteration count before antenna repair is 4. TritonCTS built the clock tree. Data arrives at the worst endpoint at about 1.2 ns.

The worst-case max-slew headroom was logged as 0.627. Antenna repair during routing inserted a diode count of 0. The number of vias after detailed routing is between 1,500 and 2,000.

In the final report, the number of pins over their slew limit comes to 0. Summed over all routing layers, the global router reports a total usage of 0.123. After technology mapping, the gate count stands at between 200 and 300. The setup TNS is 0 ns. In the routed design, unresolved DRC markers number 0. Across all stage logs, warnings added up to 26. The buffers inserted during post-CTS setup optimization is 0. The global-route met3 utilization is 0.0434. The most heavily used metal layer in global routing is met2. The setup-violating endpoint count in the final report is 0.

The internal power of the cells totals 1.57 mW. Per the CTS log, the buffer count on the longest clock path is 2. The H-tree was split into 3 levels. The element type at the critical path end is a primary output.

The cell type of the slowest stage on the worst timing path is sky130_fd_sc_hd__clkdlybuf4s50_1. In this run the tool buffered the top-level ports with 99 buffer cells. Buffers inserted to repair hold after CTS numbered 0. CTS added clock buffers totalling 9. The placer's final routability congestion estimate is between 0.7 and 0.8. The clock sink count is 73. The tool flagged a number of max-cap violations equal to 0. In the floorplan report the effective utilization is 0.315. Walking the worst path, the cells encountered are clkdlybuf4s50_1. Gates resized during post-CTS repair numbered 0. The met2 routing resource usage after global routing is 0.189. The horizontal extent of the die is 95.8 um. Of all nets on the critical path, the largest fanout is 3. The largest delay contributor family on the critical path is buffers and inverters.

The script logs the mean routed wire length per placed instance as 12.0 um. The count of pins on the block boundary is approximately 100. The warning count from the yosys run is 1.

The largest clock skew in the final design is 0.00830 ns. The flip-flop and latch count after synthesis is ~73. The register area share after synthesis is 0.554. The report lists the power per cell area as 517 mW/mm2.

The via count of the first global-routing pass is 1,914. Entering global routing, the biggest net connects 37 pins. The met1 demand-to-capacity share in global routing is 0.176.

The first global-routing pass estimated a little under 9000 um of wire. STA classifies the critical path startpoint as a flip-flop. The routed wire length is 5510 um. The maximum single-stage delay on the critical path is 0.48 ns. The registers of the reported paths see a clock transition of ~0.07 ns. The relative contribution of the clock network to total power is 0.369. The wire-length estimate of the detail-placed layout is 3690 um. The number of placement rows is 33. The switching power total is 457 uW. In this run the vertical extent of the chip is 95.8 um. Looking at the clock tree report, the root buffer type is sky130_fd_sc_hd__clkbuf_8. The slew at the pin closest to its max-slew limit is approximately 0.56 ns. The final timing report derives a shortest allowable period of between 1.5 and 2 ns. The number of antenna violations at the first check in global routing is 0.

The combinational share of power is 0.116. In this run, placement finished with an instance count of 442. Of the cells placed in the final design, the portion with a size suffix greater than 1 is 0.0680.

The synthesized area per cell is about 11 um2. The worst setup path is of the reg2out kind. The final instance count without filler cells is 458. The script computed the net switching share of total power as 0.225. In this run the standard cell core region covers 0.00838 mm2. The number of distinct standard cells referenced by the synthesized netlist is 21.

The synthesized netlist was found by Yosys to have 250 cells. The proportion of power drawn by flip-flops and latches is 0.515. The overflow left after global routing is 0.

The total die size is 0.00917 mm2. The clock insertion delay at the later pin of the skew report is 0.34 ns. The required time at the worst endpoint is listed as 2.40 ns. The synthesized netlist occupies a cell area of 0.00264 mm2.

The worst min-delay path class is reg2reg. The maximum ir drop on the vdd rail is 280 uV. Using the TritonRoute via totals, the vias-per-cell ratio works out to around 4.4.
==> final timing paths <==
| check | start | endpoint | slack, ns | cells past startpoint |
|---|---|---|---|---|
| worst max-delay path | O_Data[17]$_SDFFE_PN0P_ | O_Data[17] | 1.20 | 1 |
| worst max register to register | cnt[0]$_SDFFE_PP0P_ | cnt[1]$_SDFFE_PP0P_ | 1.46 | 4 |
| worst min-delay path | O_Data[36]$_SDFFE_PN0P_ | O_Data[36]$_SDFFE_PN0P_ | 0.49 | 2 |
| worst min register to register | O_Data[36]$_SDFFE_PN0P_ | O_Data[36]$_SDFFE_PN0P_ | 0.49 | 2 |
==> power groups by stage <==
stage	Clock (mW)	Sequential (mW)	Combinational, mW
after CTS	0.784	1.04	0.241
after global routing	0.824	1.05	0.262
final	0.749	1.04	0.235
==> worst register-to-register path, cell delays in order, from the launching register on <==
cell and delay, ns:
sky130_fd_sc_hd__dfxtp_1 0.40, sky130_fd_sc_hd__ha_1 0.17, sky130_fd_sc_hd__or4b_4 0.48, sky130_fd_sc_hd__o21ai_4 0.28, sky130_fd_sc_hd__a211oi_1 0.08
==> area by class of cell <==
class                   instances  area [um2]
fillers                       774        4460
flip-flops and latches         73        1460
multi-input cells             160        1100
repair buffers                102        1020
clock buffers                  10         138
well taps                     105         131
clock inverters                 6        57.6
inverters                       2        7.51
==> synthesized netlist by cell type <==
cell type                  instances  area, um2
sky130_fd_sc_hd__a211oi_1          1       7.51
sky130_fd_sc_hd__buf_2             7       35.0
sky130_fd_sc_hd__or4b_4            2       27.5
sky130_fd_sc_hd__nor2_1           69        259
sky130_fd_sc_hd__xor2_1            3       26.3
sky130_fd_sc_hd__mux2i_1          64        641
sky130_fd_sc_hd__buf_1             3       11.3
sky130_fd_sc_hd__o21ai_4           1       16.3
sky130_fd_sc_hd__or3_1             3       18.8
sky130_fd_sc_hd__a21oi_1           3       15.0
sky130_fd_sc_hd__xnor2_1           1       8.76
sky130_fd_sc_hd__dfxtp_1          73       1460
sky130_fd_sc_hd__nand3_1           2       10.0
sky130_fd_sc_hd__nand2_1           2       7.51
sky130_fd_sc_hd__ha_1              2       25.0
sky130_fd_sc_hd__nand4_1           3       18.8
sky130_fd_sc_hd__clkbuf_1          4       15.0
sky130_fd_sc_hd__buf_4             1       7.51
sky130_fd_sc_hd__inv_1             2       7.51
sky130_fd_sc_hd__nor3_1            1       5.00
sky130_fd_sc_hd__o21ai_0           3       15.0
==> sequential cells by signal, indices dropped and copies added (netlist names) <==
| register | cells |
|---|---|
| O_Data | 64 |
| cnt | 8 |
| O_Data_De | 1 |
==> metrics by stage <==
stage	area, um2	hold WS, ns	total power, mW	setup WS, ns	util
after floorplan	2640	0.437	1.16	1.40	-
after global placement	3720	0.473	1.30	0.968	0.444
after detailed placement	3720	0.484	1.30	0.977	0.444
after CTS	3920	0.502	2.07	1.17	0.468
after global routing	3920	0.534	2.13	1.12	0.468
final	3920	0.492	2.03	1.20	0.468
==> cell usage in the layout, fill, tap and decap left out, types with 2 or more instances in the layout <==
cell type / Yosys / layout
sky130_fd_sc_hd__a21oi_1: 3 / 3
sky130_fd_sc_hd__buf_4: 1 / 3
sky130_fd_sc_hd__clkbuf_8: 0 / 10
sky130_fd_sc_hd__clkdlybuf4s50_1: 0 / 98
sky130_fd_sc_hd__clkinv_2: 0 / 4
sky130_fd_sc_hd__dfxtp_1: 73 / 73
sky130_fd_sc_hd__ha_1: 2 / 2
sky130_fd_sc_hd__mux2i_1: 64 / 64
sky130_fd_sc_hd__nand2_1: 2 / 2
sky130_fd_sc_hd__nand3_1: 2 / 2
sky130_fd_sc_hd__nand4_1: 3 / 3
sky130_fd_sc_hd__nor2_1: 69 / 69
sky130_fd_sc_hd__o21ai_0: 3 / 3
sky130_fd_sc_hd__or3_1: 3 / 3
sky130_fd_sc_hd__or4b_4: 2 / 2
sky130_fd_sc_hd__xor2_1: 3 / 3
==> kinds of logic after synthesis <==
family,after synthesis,synth area share
adder cells (fa/ha/maj),2,0.00948
AND/OR/NAND/NOR,82,0.131
multiplexers,64,0.243
buffers and inverters,17,0.0289
AND-OR/OR-AND,8,0.0204
XOR/XNOR,4,0.0133
flip-flops,73,0.554
==> routing by layer <==
| metal | wire, um | up-vias |
|---|---|---|
| li1 | - | 1031 |
| met3 | 428 | 6 |
| met5 | 0 | - |
| met1 | 2680 | 891 |
| met4 | 62 | 0 |
| met2 | 2340 | 69 |
Power is estimated from default activity; no workload was simulated.
