$ cat flow/config.mk
export PLATFORM = sky130hd
export DESIGN_NAME = Data_sync_ext
export DESIGN_NICKNAME = Data_sync_ext
export VERILOG_FILES = /design/flow/design.v
export SDC_FILE = /design/flow/constraint.sdc
export NUM_CORES = 4
export LEC_CHECK = 1
export CORE_AREA = 10 10 70 70
export DIE_AREA = 0 0 80 80
$ cat flow/constraint.sdc
current_design Data_sync_ext

set clk_period 1.2
set clk_io_pct 0.2

create_clock -name clk0 -period $clk_period [get_ports {clka}]

set non_clock_inputs [all_inputs -no_clocks]
set_input_delay [expr $clk_period * $clk_io_pct] -clock clk0 $non_clock_inputs
set_output_delay [expr $clk_period * $clk_io_pct] -clock clk0 [all_outputs]
$ cat flow/design.v
`timescale 1ns / 1ps
module Data_sync_ext(
	input 		clka		,
	input 		rst_n		,	
	input 		pulse_a		,
	output 	reg	ext_pulse_a	
);
reg	[7:0]	pulse_a_r		;
always@(posedge clka)
	if(!rst_n)
		pulse_a_r <= 8'd0;
	else
		pulse_a_r <= {pulse_a_r[6:0],pulse_a};
always@(posedge clka)
	if(!rst_n)    
		ext_pulse_a <= 1'b0;
	else
		ext_pulse_a <= |pulse_a_r; 
endmodule
$ cat flow/run.sh
#!/bin/bash
# OpenROAD 26Q1-2900-gdf79404cd8, Yosys 0.63+post, stock flow scripts
make -C /OpenROAD-flow-scripts/flow DESIGN_CONFIG=/design/flow/config.mk WORK_HOME=/design/flow/orfs finish
==> impl_metrics.ini <==
; implementation run metrics
[routing]
wire_per_inst_um = 5.10
vias = 157
vias_per_cell = 2.15
ant_nets = 0
initialDrtViolationCount = 0
drt-total-wl_um = 372
diodes = 0
first_pass_iters = 1
route.detailed.drc = 0

[setup_path]
r2r_end = ext_pulse_a
endpoint = ext_pulse_a
path_depth = 1
slowest_delay_ns = 0.30
r2r.worst_path.cells = 2
cp-startpoint = ext_pulse_a
worstSetupPathType = flop to output port
cpLargestDelayFamily = flip-flops
r2r_slack_ns = 0.39
worstPathArrival_ns = 0.79
r2r_start = pulse_a_r[1]
crit_slowest_cell = dfxtp_1
path_cells = dlygate4sd2_1
cp_data_required_time_ns = 0.96
end_kind = output port
path_buffers = 1
startpoint_type = flop
path_max_fanout = 1

[clocking]
clockRootBuffer = clkbuf_4
clkLatencyLatePin_ns = 0.25
cts_buffers = 3
cts_tree = done
cts.clk_slew.worst_paths_ns = 0.05
cts_sinks = 9
htreeDepth = 1
ctsHoldBuffers = 0
clk_path_buf_depth = 2

[cells_and_area]
drive_gt1_share_pct = 18.5
area_delta_synth_final_pct = 43.7
final_area_um2 = 370

[global_route]
antenna_found_initial = 0
grt_max_degree = 10
grt_pass1_vias = 190
grt.total_usage_pct = 1.44
grt_overflow = 0
grt_pass1_wl_um = 710

[synthesis]
ys_top_cells_by_count = 9 x dfxtp_1, 7 x and2_1
synth_top_cell_by_count = dfxtp_1
synthFlopType = dfxtp_1
ys_seq_share_pct = 69.9
syn_inst = 20
yosysWarnings = 1
yosys.area.top_type = dfxtp_1
synthDistinctLibCells = 6
synth_area_um2 = 258
top_cells_by_area = dfxtp_1 70%, and2_1 17%, nor4_2 4.9%, a21boi_1 2.9%, and2_2 2.9%
avgSynthCellArea_um2 = 12.9
synth-async-reset-ratio_pct = 0
numSynthFlops = 9
synth_stat.cells = 20
ys_area_um2 = 258
edf_count = 0
synth_top_area_share_pct = 69.9

[timing]
max_freq_mhz = 973
finalMaxSlewViolations = 0
tightest_slew_ns = 0.230
finalHoldViolCount = 0
fin_crit_ns = 1.03
slew_headroom_pct = 84.5
setup_viol_count_final = 0
post-route-period-util_pct = 85.7
rsz0062_at_grt = no
final.setup_skew_ns = 0.000354
tns_ns = 0
hold_ws_ns = 0.463

[die]
rows = 21
fp.dieW_um = 80
dieArea_um2 = 6400
fp_util_pct = 7.55
ioPinCount = 4
die_h_um = 80
core_area_um2 = 3420

[placement]
place_area_um2 = 345
numPortBuffers = 3
place.gp.congestion = 0.631

[worst_hold_path]
hold_class = flop to flop

[run]
max-cap-violations = 0
warning_count = 25

[power_and_ir_drop]
power_density_nw_per_um2 = 1490
peakVddDrop_uv = 803
total_leakage_power_nw = 0.134

[outcome]
status = finished, final reports clean
## what timing repair did
item	in CTS	in global routing
hold endpoints to repair	0	0
buffers inserted	0	0
setup endpoints to repair	1	0
resized	1	0
## stage by stage
stage | utilization, % | power (W) | instances | setup WS, ns
5_1_grt | 10.8 | 0.000587 | 73 | 0.135
2_1_floorplan | - | 0.000324 | 20 | 0.462
3_5_place_dp | 10.1 | 0.000341 | 69 | 0.0739
4_1_cts | 10.8 | 0.000561 | 73 | 0.155
3_3_place_gp | 10.1 | 0.000340 | 69 | 0.102
6_report | 10.8 | 0.000551 | 73 | 0.172
## cell families (layout without fill, tap and decap cells)
family	Yosys count	after routing	share of synthesized area, %
flip-flops	9	9	69.9
buffers and inverters	0	7	0
AND/OR/NAND/NOR	10	10	27.2
AND-OR/OR-AND	1	1	2.91
## worst min-delay path by stage
stage            start           end  slack [ns]  cells past startpoint
6_report  pulse_a_r[6]  pulse_a_r[7]        0.46                      1
5_1_grt   pulse_a_r[5]  pulse_a_r[6]        0.50                      1
4_1_cts   pulse_a_r[6]  pulse_a_r[7]        0.47                      1
## per-layer routing
metal	global-route usage [%]	vias to the layer above	part of all wire (%)
met2	2.01	7	34
li1	-	81	-
met1	1.47	69	50
met5	0	-	0
met3	1.70	0	16
met4	0	0	0
## area by class of cell
class                      count  area [um2]
fill                         404        3050
tap                           46        57.6
timing repair buffer           3        28.8
multi-input combinational     11        77.6
sequential                     9         180
clock buffer                   4        26.3
## report_power, final
part / leakage (nW) / internal (W) / switching, W
Clock: 0.0150 / 0.000127 / 0.0000925
Sequential: 0.0733 / 0.000307 / 0.00000351
Combinational: 0.0462 / 0.0000146 / 0.00000668
## state kept, by name (all words and copies together), names as in the netlist
signal / count
pulse_a_r: 8
ext_pulse_a: 1
## layout by cell type, fill, tap and decap left out, drive strengths merged
cell           synthesis  layout
clkdlybuf4s50          0       2
nor4                   2       2
clkbuf                 0       4
dlygate4sd2            0       1
a21boi                 1       1
dfxtp                  9       9
and2                   8       8
Power figures rest on the tool's default switching activity, not on a simulated workload.
